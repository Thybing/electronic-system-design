### config.mk
export PLATFORM = sky130hd
export DESIGN_NAME = tiny_riscv0
export DESIGN_NICKNAME = tiny_riscv0
export VERILOG_FILES = /design/flow/design.v
export SDC_FILE = /design/flow/constraint.sdc
export NUM_CORES = 4
export LEC_CHECK = 1
export CORE_UTILIZATION = 50
### constraint.sdc
current_design tiny_riscv0

set clk_period 21.3
set clk_io_pct 0.2

create_clock -name clk0 -period $clk_period [get_ports {clk}]

set non_clock_inputs [all_inputs -no_clocks]
set_input_delay [expr $clk_period * $clk_io_pct] -clock clk0 $non_clock_inputs
set_output_delay [expr $clk_period * $clk_io_pct] -clock clk0 [all_outputs]
### design.v
`timescale 1ns/100ps
module tiny_riscv0(
  input clk,
  input rstn,
  output        imem_rd,
  output [31:0] imem_addr,
  input  [31:0] imem_rdata,
  output        dmem_wr,
  output [31:0] dmem_waddr,
  output [31:0] dmem_wdata,
  output        dmem_rd,
  output [31:0] dmem_raddr,
  input  [31:0] dmem_rdata
);
  localparam [31:0] RESETVEC = 32'h0000_0000;
  localparam [31:0] NOP = 32'h0000_0013;   
  localparam [6:0]  OP_LUI = 7'b0110111,   
                    OP_JAL = 7'b1101111,   
                    OP_BRANCH = 7'b1100011,   
                    OP_LOAD = 7'b0000011,   
                    OP_STORE = 7'b0100011,   
                    OP_ARITHI = 7'b0010011,   
                    OP_ARITHR = 7'b0110011;   
  localparam [2:0]  OP_BRANCH_BEQ  = 3'b000;      
  localparam [2:0]  OP_ARITH_ADD   = 3'b000, 
                    OP_ARITH_SLT   = 3'b010,
                    OP_ARITH_SLL   = 3'b001,
                    OP_ARITH_SRL   = 3'b101;       
  reg  [31:0] fetch_pc;
  reg  [31:0] regs     [31:1];
  wire [31:0] reg_rdata1, reg_rdata2;
  reg  [31:0] if_pc;
  always @(posedge clk or negedge rstn) 
  begin
    if (!rstn) 
      if_pc <= RESETVEC;
    else  
      if_pc <= fetch_pc;
  end
  wire [31:0] if_insn;
  assign if_insn    = imem_rdata;       
  reg [31:0] imm;
  always @* 
  begin
    case (if_insn[6:0])
      OP_LUI: imm = {if_insn[31:12], 12'd0};   
      OP_JAL: imm = {{12{if_insn[31]}}, if_insn[19:12], if_insn[20], if_insn[30:21], 1'b0};   
      OP_BRANCH: imm = {{20{if_insn[31]}}, if_insn[7], if_insn[30:25], if_insn[11:8], 1'b0};   
      OP_LOAD: imm = {{20{if_insn[31]}}, if_insn[31:20]};   
      OP_STORE: imm = {{20{if_insn[31]}}, if_insn[31:25], if_insn[11:7]};   
      OP_ARITHI: imm = {{20{if_insn[31]}}, if_insn[31:20]};  
      OP_ARITHR: imm = 'd0;   
      default: imm = 'd0;
    endcase
  end
  wire [4:0] if_src1_sel, if_src2_sel;
  assign if_src1_sel = if_insn[19:15];
  assign if_src2_sel = if_insn[24:20];
  assign reg_rdata1[31: 0]   =  (if_src1_sel == 5'h0) ? 32'h0 : regs[if_src1_sel];
  assign reg_rdata2[31: 0]   =  (if_src2_sel == 5'h0) ? 32'h0 : regs[if_src2_sel];
  reg [31:0] if_alu_oprand1;
  reg [31:0] if_alu_oprand2;
  always @* 
  begin
    case (if_insn[6:0])
      OP_LUI:   if_alu_oprand1 = 'd0;
      default: if_alu_oprand1 = reg_rdata1;
    endcase
  end
  always @* 
  begin
    case (if_insn[6:0])
      OP_ARITHI, OP_STORE, OP_LUI:         if_alu_oprand2 = imm;
      OP_ARITHR, OP_BRANCH:                if_alu_oprand2 = reg_rdata2;
      default: if_alu_oprand2 = 'd0;
    endcase
  end
  assign dmem_raddr = reg_rdata1 + imm;
  assign dmem_rd    = (if_insn[6:0] == OP_LOAD);
  reg     [31:0] ex_insn;
  reg     [31:0] ex_imm;
  wire    [ 2:0] ex_insn_func3;
  reg     [31:0] ex_alu_oprand1;
  reg     [31:0] ex_alu_oprand2;
  reg     [31:0] ex_reg_rdata2;      
  wire    [31:0] ex_memaddr;
  reg     [31:0] ex_pc;
  always @(posedge clk or negedge rstn)
  begin
    if (!rstn) begin
      ex_imm         <= 32'h0;
      ex_alu_oprand1 <= 32'h0;
      ex_alu_oprand2 <= 32'h0;
      ex_reg_rdata2  <= 32'h0;
      ex_pc          <= RESETVEC;
      ex_insn        <= NOP;
    end else begin
      ex_imm         <= imm;
      ex_alu_oprand1 <= if_alu_oprand1;
      ex_alu_oprand2 <= if_alu_oprand2;
      ex_reg_rdata2  <= reg_rdata2;
      ex_pc          <= if_pc;
      ex_insn        <= if_insn;
    end
  end
  assign ex_insn_func3 = ex_insn[14:12];
  reg [31:0] alu_ret;
  always @* 
  begin
    case (ex_insn[6:0])
      OP_LUI, OP_STORE: 
                        alu_ret = ex_alu_oprand1 + ex_alu_oprand2;
      OP_ARITHI:  case (ex_insn[14:12])
        OP_ARITH_ADD:   alu_ret = ex_alu_oprand1 + ex_alu_oprand2;
        default:        alu_ret = 'd0;
      endcase
      OP_ARITHR:  case (ex_insn[14:12])
        OP_ARITH_ADD:   alu_ret = ex_alu_oprand1 + ex_alu_oprand2;
        OP_ARITH_SLT:   alu_ret = ($signed(ex_alu_oprand1) < $signed(ex_alu_oprand2))? 'd1 : 'd0;
        OP_ARITH_SLL:   alu_ret = ex_alu_oprand1 << ex_alu_oprand2;
        OP_ARITH_SRL:   alu_ret = ex_alu_oprand1 >> ex_alu_oprand2;
        default:        alu_ret = 'd0;
      endcase
      OP_BRANCH:  case (ex_insn[14:12])
        OP_BRANCH_BEQ:    alu_ret = (ex_alu_oprand1 == ex_alu_oprand2)? 'd1 : 'd0;
        default:        alu_ret = 'd0;
      endcase
      default:          alu_ret = 'd0;
    endcase
  end
  reg [31:0] next_pc;
  always @* 
  begin
    if (ex_insn[6:0] == OP_JAL)
      next_pc = ex_pc + ex_imm;
    else if ((ex_insn[6:0] == OP_BRANCH) && alu_ret[0])
      next_pc = (ex_pc + ex_imm);
    else 
      next_pc = (fetch_pc + 'd4);
  end
  wire ex_reg_update;
  wire [ 4:0] ex_reg_destsel;
  wire [31:0] ex_reg_wdata;
  wire ex_dmem_update;
  wire [31:0] ex_dmem_wdata;
  assign ex_reg_destsel = ex_insn[11:7];
  assign ex_reg_update  = (ex_insn[6:0] == OP_LUI) || (ex_insn[6:0] == OP_LOAD) 
                         || (ex_insn[6:0] == OP_ARITHI) || (ex_insn[6:0] == OP_ARITHR) 
                         || (ex_insn[6:0] == OP_JAL);
  assign ex_reg_wdata   = (ex_insn[6:0] == OP_LOAD)? dmem_rdata : 
                          ((ex_insn[6:0] == OP_JAL)? (ex_pc + 'd4) : alu_ret);
  assign ex_dmem_update = (ex_insn[6:0] == OP_STORE); 
  assign ex_dmem_wdata  = ex_reg_rdata2;
  always @(posedge clk or negedge rstn) 
  begin
    if (!rstn)
      fetch_pc <= RESETVEC;
    else 
      fetch_pc <= {next_pc[31:1], 1'b0};
  end
  assign imem_rd = 1'b1;
  assign imem_addr = fetch_pc;
  assign dmem_waddr = alu_ret;
  assign dmem_wr    = ex_dmem_update;
  assign dmem_wdata = ex_dmem_wdata;
  integer        i;
  always @(posedge clk or negedge rstn) 
  begin
    if (!rstn) begin
      for (i = 1; i < 32; i = i + 1)  regs[i] <= 32'h0;
    end else if (ex_reg_update) begin
      regs[ex_reg_destsel] <= ex_reg_wdata;
    end
  end
endmodule
### run.sh
#!/bin/bash
# OpenROAD 26Q1-2900-gdf79404cd8, Yosys 0.63+post, stock flow scripts
make -C /OpenROAD-flow-scripts/flow DESIGN_CONFIG=/design/flow/config.mk WORK_HOME=/design/flow/orfs finish
==> reports/metrics.yaml <==
sta:
  finalCriticalPeriod_ns: 16.60
  setup_tns_ns: 0
  max_slew_margin_pct: 12.83
  fin_skew_ns: 0.04610
  hold_viol: 0
  maxSlewViolCount: 0
  setup_violations: 0
  worst_pin_slew_ns: 1.298
  hold-worst-slack_ns: 0.3447
  setup_ws_ns: 4.701
  rsz0062_at_grt: "false"
  max_freq_mhz: 60.24
  finalClockPeriodUsage_pct: 77.93
power_and_ir_drop:
  p_sw_share_pct: 29.67
  combPwrFrac_pct: 15.5
  switchingPower_w: 0.001813
  seqPwrFrac_pct: 44.2
  p_total_w: 0.006111
  clock_power_share_pct: 40.3
  power_density_mw_per_mm2: 82.40
  internal_power_w: 0.004298
  vdd_drop_max_mv: 0.08351
  p_leak_nw: 31.02
synthesis:
  avgSynthCellArea_um2: 9.267
  postSynthCellCount: 6988
  synth-edff-count: 0
  ys_types: 87
  netlist_area_mm2: 0.06476
  synthArstFlopShare_pct: 100.0
  synth-seq-cells: 1227
  synth.yosys.chip_area_mm2: 0.06476
  yosys_warnings: 2
  flop_cell: "dfrtp_1"
  yosys_cells: 6988
  yosysSeqAreaShare_pct: 47.42
grt:
  antenna_found_initial: 31
  grt_overflow: 0
  grt_max_degree: 132
  grt_pass1_vias: 61040
  grtUsageTotal_pct: 53.99
  grt_pass1_wl_um: 469100
clock_network:
  cts_resized: 0
  cts_root_buffer: "clkbuf_16"
  htree_levels: 4
  cts_setup_buffers: 0
  clock_latency_ns: 0.80
  cts.clk_slew.worst_paths_ns: 0.06
  cts_buffers: 133
  cts_sinks: 1227
  cts_tree: "built"
  postCtsHoldBufs: 0
  cts_buffer_depth: 3
placement:
  dp_hpwl_um: 220000
  post_dp_cell_area_mm2: 0.06950
  post-place-ws_ns: 5.173
  io_buffers: 194
  place_congestion: 1.068
drt:
  drtIter0Drc: 8779
  drtPass1Iterations: 13
  drc_errors: 0
  wl_per_cell_um: 38.10
  drt_wl_total_um: 337000
  drtAntennaViolNets: 0
  vias_per_cell: 7.219
  via_count: 63860
run:
  max-cap-violations: 0
  tool_warnings: 65
final_layout:
  final_area_mm2: 0.07416
  layout-drive-gt1-share_pct: 11.09
  logic_area_mm2: 0.03222
  areaGrowthSynthToFinish_pct: 14.51
  lay_top_count: "dfrtp_1"
  regArea_mm2: 0.03071
  fillers: 10870
  layout_top_cells: "1221 x dfrtp_1, 829 x nand2_1, 636 x o21ai_0"
setup_path:
  crit_path_end_kind: "output pin"
  reg2reg_to: "regs[2][28]$_DFFE_PN0P_"
  critPathRequiredTime_ns: 17.04
  crit_type: "input port to output pin"
  cp-start-kind: "input port"
  regToRegSetupSlack_ns: 16.21
  ff2ff_path_depth: 11
  r2r_start: "ex_alu_oprand2[0]$_DFF_PN0_"
  critical_path_arrival_ns: 12.34
  cp_max_fo: 19
floorplan:
  die_x_um: 361.9
  rows: 131
  fp_util_pct: 50.59
  core_mm2: 0.1280
  dieHeight_um: 361.9
  boundaryPins: 197
  die_area_mm2: 0.1310
min_path:
  hold_start: "if_pc[27]$_DFF_PN0_"
  min_to: "ex_pc[27]$_DFF_PN0_"
  hold_path.class: "register to register"
  holdPathStages: 0
run_status:
  status: "completed"
[worst max-delay path by stage]
stage | from | slack [ns] | depth (start not counted) | end
4_1_cts | imem_rdata[17] | 5.17 | 23 | dmem_raddr[28]
5_1_grt | imem_rdata[17] | 4.55 | 23 | dmem_raddr[28]
6_report | imem_rdata[17] | 4.70 | 23 | dmem_raddr[28]
[cells by family after synthesis]
kind of cell | after synthesis | synth area share, %
AND-OR/OR-AND | 2550 | 25.93
flip-flops | 1227 | 47.42
multiplexers | 165 | 3.851
other | 2 | 0.01160
adder cells (fa/ha/maj) | 129 | 2.527
AND/OR/NAND/NOR | 2096 | 14.28
buffers and inverters | 689 | 4.222
XOR/XNOR | 130 | 1.758
[cell type report]
class,count,share of cell area [%]
Multi-Input combinational cell,5072,43.45
Sequential cell,1227,41.42
Timing Repair Buffer,470,5.456
Clock buffer,186,5.208
Tap cell,1729,2.917
Clock inverter,50,1.014
Inverter,93,0.4707
Antenna cell,19,0.06411
[power by group through the flow]
stage | combinational (W) | sequential, W | clock, W
after CTS | 0.000909 | 0.00269 | 0.00246
after global routing | 0.00100 | 0.00271 | 0.00255
final | 0.000947 | 0.00270 | 0.00246
[Yosys cell counts, types with 20 or more instances]
master    count  area (µm²)
dfrtp_1    1224       30630
nand2_1     844        3168
o21ai_0     636        3183
nor2_1      625        2346
a21oi_1     589        2948
clkbuf_1    503        1888
a22oi_1     430        3228
a22o_1      244        2137
a221oi_1    216        1892
nand4_1     183        1145
ha_1        126        1577
nand3_1     112       560.5
nor3_1      109       545.5
inv_1        91       341.6
xnor2_1      89       779.5
o21ai_1      87       435.4
mux4_2       60        1351
a222oi_1     59       590.6
a21o_1       56       420.4
mux2i_1      56       560.5
nor2b_1      56       350.3
mux2_2       47       529.3
xor2_1       41       359.1
buf_2        36       180.2
buf_1        35       131.4
o21ai_2      30       262.8
and3_1       28       175.2
nor4_1       24       150.1
nand2b_1     22       137.6
o21a_1       21       157.7
and2_1       20       125.1
[per-layer routing]
metal	vias up	GRT usage (%)	wire, µm	part of all wire (%)
li1	25920	-	-	-
met1	30600	66.24	114300	34
met2	5564	70.18	132700	39
met3	1725	34.63	57800	17
met4	57	34.39	30320	9.0
met5	-	9.915	1789	0.53
[registers in the layout (all words and copies together), names as in the netlist]
| register | count |
|---|---|
| regs | 992 |
| ex_alu_oprand1 | 32 |
| ex_alu_oprand2 | 32 |
| ex_reg_rdata2 | 32 |
| ex_imm | 31 |
| ex_pc | 31 |
| fetch_pc | 31 |
| if_pc | 31 |
| ex_insn | 15 |
[stage by stage]
stage / std cells / utilization, %
3_3_place_gp: 8591 / 54.29
3_5_place_dp: 8591 / 54.29
5_1_grt: 8830 / 57.90
6_report: 8846 / 57.93
4_1_cts: 8827 / 57.89
2_1_floorplan: 6988 / -
[critical path, cell delays in order]
cell             delay [ns]
clkdlybuf4s50_1        1.09
nand2b_1               0.79
nor2_4                 0.35
buf_4                  0.40
a22o_1                 0.29
a221oi_1               0.21
nand4_1                0.16
nor3_1                 0.73
buf_4                  0.27
nor2_1                 0.06
ha_1                   0.21
inv_1                  0.09
fa_1                   0.21
nor2b_1                0.07
o31a_1                 0.27
o31a_1                 0.30
a211oi_1               0.85
nor3_1                 0.15
o21bai_1               0.44
o21ai_0                0.19
a41oi_1                0.28
xnor2_1                0.15
clkdlybuf4s50_1        0.49
